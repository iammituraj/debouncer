`config.mk`:
```
export PLATFORM = sky130hd
export DESIGN_NAME = debouncer
export DESIGN_NICKNAME = debouncer
export VERILOG_FILES = /design/flow/design.v
export SDC_FILE = /design/flow/constraint.sdc
export NUM_CORES = 4
export LEC_CHECK = 1
export CORE_AREA = 10 10 70 70
export DIE_AREA = 0 0 80 80
```
`constraint.sdc`:
```
current_design debouncer

set clk_period 1.7
set clk_io_pct 0.2

create_clock -name clk0 -period $clk_period [get_ports {clk}]

set non_clock_inputs [all_inputs -no_clocks]
set_input_delay [expr $clk_period * $clk_io_pct] -clock clk0 $non_clock_inputs
set_output_delay [expr $clk_period * $clk_io_pct] -clock clk0 [all_outputs]
```
`design.v`:
```
module debouncer #(
   parameter N_BOUNCE    =  3   ,            
   parameter IS_PULLUP   =  0                
) 
(
   input  logic clk             ,            
   input  logic rstn            ,            
   input  logic i_sig           ,            
   output logic o_sig_debounced              
) ;
logic                isig_rg, isig_sync_rg              ;         
logic                sig_rg, sig_d_rg, sig_debounced_rg ;         
logic [N_BOUNCE : 0] counter_rg                         ;         
logic [N_BOUNCE : 0] nxt_cnt                            ;         
always @(posedge clk) begin
   if (!rstn) begin
      sig_rg           <= IS_PULLUP ; 
      sig_d_rg         <= IS_PULLUP ;
      sig_debounced_rg <= IS_PULLUP ;
      counter_rg       <=  1        ;
   end
   else begin
      sig_rg   <= isig_sync_rg  ;
      sig_d_rg <= sig_rg        ;
      counter_rg <= (sig_d_rg == sig_rg) ? nxt_cnt : 1 ;
      if (counter_rg [N_BOUNCE]) begin
         sig_debounced_rg <= sig_d_rg ;
      end
   end
end
assign nxt_cnt = (counter_rg [N_BOUNCE])? counter_rg : (counter_rg + 1) ;
always @(posedge clk) begin
   if (!rstn) begin
      isig_rg      <= IS_PULLUP ;
      isig_sync_rg <= IS_PULLUP ;
   end
   else begin
      isig_rg      <= i_sig   ;         
      isig_sync_rg <= isig_rg ;         
   end
end
assign o_sig_debounced = sig_debounced_rg ;
endmodule
```
`run.sh`:
```
#!/bin/bash
# OpenROAD 26Q1-2900-gdf79404cd8, Yosys 0.63+post, stock flow scripts
make -C /OpenROAD-flow-scripts/flow DESIGN_CONFIG=/design/flow/config.mk WORK_HOME=/design/flow/orfs finish
```
==> impl_metrics.toml <==
# flow metrics
[outcome]
outcome = "complete, no violations"

[yosys]
ys.flop_type = "dfxtp_1"
yosysChipArea_um2 = 305
edf_count = 0
yosysTopAreaCell = "dfxtp_1"
syn_area_um2 = 305
common_cells = "dfxtp_1 (9), and2_1 (4), nor2_1 (3)"
syn_avg_cell_area_um2 = 11.3
syn_inst = 27
ys_async_sr_fraction_pct = 0
ys_warn_count = 1
ys_types = 12
synth_top_cell_by_count = "dfxtp_1"
synth_seq_share_pct = 59.0
top_cell_area_share_pct = 59.0
ys_ff = 9
area_leaders = "dfxtp_1 (59%), and2_1 (8.2%), mux2i_1 (6.6%)"
ys_cells = 27

[final_layout]
area_growth_pct = 37.3
nFillCells = 400
layout-drive-gt1-share_pct = 11.8
layout.area.comb_um2 = 125
fin_cells = 80
ff_latch_area_um2 = 180

[timing]
rsz0062_at_grt = "no"
hold_viol_final = 0
finalSetupViolations = 0
post-route-min-period_ns = 1.38
drv_slew = 0
finalClockPeriodUsage_pct = 81.2
slew-limit-headroom_pct = 83.3
timing.setup.tns_ns = 0
worst_pin_slew_ns = 0.250
clock.fmax_mhz = 724
fin_skew_ns = 0.00243

[power]
cellPowerDensity_mw_per_mm2 = 1040
ir_drop_mv = 0.483
p_leak_nw = 0.147

[drt]
antenna-diode-count = 0
ant_nets = 0
wl_um = 407
drc_errors = 0
routedWlPerCell_um = 5.09
drt_pre_antenna_iters = 1
drt_iter0_markers = 0
viasPerCell = 2.38
num_vias = 190

[setup_path]
reg2reg_slack_ns = 0.72
worstPathRequired_ns = 1.36
cpLargestDelayFamily = "buffers and inverters"
worstPathCellList = "clkdlybuf4s50_1"
crit_slowest_cell = "clkdlybuf4s50_1"
crit_path_max_incr_delay_ns = 0.47
start_kind = "flip-flop"
arrival_ns = 1.04
path_max_fanout = 2
critPathBufInv = 1
crit_type = "reg -> out"
crit_path_end_kind = "output port"

[clocking]
cts_resized = 0
clk_latency_ns = 0.25
cts_buffer_depth = 2
numCtsBuffers = 3
post_cts_buffers = 0
cts_tree = "built"
cts_sinks = 9
clk_pin_slew_ns = 0.05
h-tree-depth = 1
hold_buffers = 0
clockRootBuffer = "clkbuf_4"

[placement]
place_inst = 76
routabilityCongestion = 0.636
hpwlAfterDp_um = 301
io_buffers = 3

[job]
warning_count = 25
cap_violations = 0

[grt]
grt_pass1_vias = 212
grt_usage_pct = 1.49
grt_max_degree = 8
grt_overflow = 0
grt_pass1_wl_um = 786
antenna_found_initial = 0

[die]
die_y_um = 80
fp_util_pct = 8.94
fp.dieW_um = 80
dieArea_mm2 = 0.00640
num_rows = 21
core-area_mm2 = 0.00342
pin_count = 4

[min_path]
hold_path_class = "reg -> reg"
==> routing by layer <==
layer | global-route usage [%] | share of wire, %
met4 | 0.176 | 0
met1 | 1.95 | 54
met5 | 0 | 0
met2 | 1.93 | 36
met3 | 1.14 | 9.8
==> layout by cell type (no fill, tap or decap) <==
| master | count |
|---|---|
| nor2_1 | 3 |
| a31oi_1 | 1 |
| nand3_1 | 1 |
| xor2_1 | 1 |
| clkbuf_1 | 1 |
| and2_1 | 4 |
| nor2b_1 | 1 |
| nand2_1 | 1 |
| xnor2_1 | 2 |
| clkbuf_4 | 3 |
| clkdlybuf4s50_1 | 3 |
| dfxtp_1 | 9 |
| ha_1 | 1 |
| nor2b_2 | 1 |
| mux2i_1 | 2 |
==> path summary, 6_finish.rpt <==
check,startpoint,to,cells after the start
worst min register to register,isig_sync_rg,sig_rg,1
worst max-delay path,sig_debounced_rg,o_sig_debounced,1
worst max register to register,counter_rg[0],counter_rg[2],4
worst min-delay path,isig_sync_rg,sig_rg,1
==> worst register-to-register path, delay by kind of cell, from the launching register on <==
kind / cells / cell delay [ns]
xor+xnor: 1 / 0.16
simple gates: 2 / 0.20
flops: 1 / 0.33
fa+ha+maj: 1 / 0.19
==> sequential cells by signal (all words and copies together), names as in the netlist <==
name	flops
sig_d_rg	1
sig_debounced_rg	1
counter_rg	4
isig_sync_rg	1
sig_rg	1
isig_rg	1
==> cells by family after synthesis <==
logic type	share of synthesized area [%]
and+or+nand+nor	19.7
DFF	59.0
xor gates and xnor gates	8.61
muxes	6.56
AOI/OAI and AO/OA	2.05
adders and majority gates	4.10
==> where the power goes <==
group | total [W] | switching, W | internal, W | leakage (nW)
combinational | 0.0000418 | 0.0000164 | 0.0000253 | 0.0580
sequential | 0.000239 | 0.0000116 | 0.000227 | 0.0739
clock | 0.000153 | 0.0000637 | 0.0000897 | 0.0150
total | 0.000434 | 0.0000918 | 0.000342 | 0.147
==> layout make-up <==
cell class	instances	area share, %
Multi-Input combinational cell	18	29.9
Tap cell	46	13.7
Sequential cell	9	43.0
Timing Repair Buffer	3	7.16
Clock buffer	4	6.27
==> metrics by stage <==
| stage | cell area, um2 | util [%] | power, W | setup slack (ns) | hold slack [ns] |
|---|---|---|---|---|---|
| after floorplan | 305 | - | 0.000273 | 0.788 | 0.412 |
| after global routing | 419 | 12.3 | 0.000468 | 0.238 | 0.449 |
| after detailed placement | 393 | 11.5 | 0.000285 | 0.494 | 0.420 |
| after CTS | 419 | 12.3 | 0.000442 | 0.301 | 0.434 |
| final | 419 | 12.3 | 0.000434 | 0.320 | 0.431 |
| after global placement | 393 | 11.5 | 0.000283 | 0.509 | 0.416 |
No activity file was given, so power comes from the tool's default toggle rates.
