===== design/flow/design.v =====
module debouncer2 #(
   parameter N_THRESH    =  3   ,            
   parameter IS_PULLUP   =  0                
) 
(
   input  logic clk             ,            
   input  logic rstn            ,            
   input  logic i_sig           ,            
   output logic o_sig_debounced              
) ;
logic                isig_rg, isig_sync_rg              ;         
logic                sig_rg, sig_debounced_rg           ;         
logic [N_THRESH : 0] counter_rg                         ;         
always @(posedge clk) begin
   if (!rstn) begin
      sig_rg           <= IS_PULLUP ; 
      sig_debounced_rg <= IS_PULLUP ;
      counter_rg       <=  0        ;
   end
   else begin
      sig_rg <= isig_sync_rg ;
      counter_rg <= (sig_rg != sig_debounced_rg) ? counter_rg + 1 : 
                    (counter_rg > 0) ? counter_rg - 1 : counter_rg ;
      if (counter_rg [N_THRESH]) begin
         sig_debounced_rg <= sig_rg ;
      end
   end
end
always @(posedge clk) begin
   if (!rstn) begin
      isig_rg      <= IS_PULLUP ;
      isig_sync_rg <= IS_PULLUP ;
   end
   else begin
      isig_rg      <= i_sig   ;         
      isig_sync_rg <= isig_rg ;         
   end
end
assign o_sig_debounced = sig_debounced_rg ;
endmodule

===== design/flow/run.sh =====
#!/bin/bash
# OpenROAD 26Q1-2900-gdf79404cd8, Yosys 0.63+post, stock flow scripts
make -C /OpenROAD-flow-scripts/flow DESIGN_CONFIG=/design/flow/config.mk WORK_HOME=/design/flow/orfs finish

===== design/flow/config.mk =====
export PLATFORM = sky130hd
export DESIGN_NAME = debouncer2
export DESIGN_NICKNAME = debouncer2
export VERILOG_FILES = /design/flow/design.v
export SDC_FILE = /design/flow/constraint.sdc
export NUM_CORES = 4
export LEC_CHECK = 1
export CORE_AREA = 10 10 70 70
export DIE_AREA = 0 0 80 80

===== design/flow/constraint.sdc =====
current_design debouncer2

set clk_period 3.3
set clk_io_pct 0.2

create_clock -name clk0 -period $clk_period [get_ports {clk}]

set non_clock_inputs [all_inputs -no_clocks]
set_input_delay [expr $clk_period * $clk_io_pct] -clock clk0 $non_clock_inputs
set_output_delay [expr $clk_period * $clk_io_pct] -clock clk0 [all_outputs]

==> run summary <==
Synthesis and place-and-route results.

- TritonRoute reported its final design rule violation total as 0.
- The flow ran to the end, and the final reports show no timing, DRC or antenna violations.
- According to the I/O placement log, the pin count is 4.
- The data required time reported for the critical path is 2.64 ns.
- The count of standard-cell rows is 21.
- Warnings raised by the tools during the run amount to 25.
- The critical path's slowest stage uses the library cell clkdlybuf4s50_1.
- The post-synthesis cell count from yosys is 31.
- The largest single stage delay on the critical path is 0.49 ns.
- The end of the worst register-to-register path is counter_rg[2].
- The number of DRC markers in iteration 0 is 5.
- The headroom to the max-slew limit is 76.82%.
- The number of vias per cell after detailed routing is 2.904.
- The sum of buffers and inverters on the critical path is 1.
- The script logs the mean routed wire length per placed instance as 6.229 µm.
- The most critical setup path has its startpoint at sig_debounced_rg.
- The share of the yosys chip area belonging to registers is 46.89%.
- The routed design ends up with an antenna cell count of 0.
- The CTS tree is built.
- The cell count of the worst reg-to-reg path is 6.
- Measured on the finished design, the core utilization comes to 13.22%.
- The power per cell area is 530.4 nW/µm².
- The HPWL after detailed placement is 386.9 µm.
- The sum of negative setup slack is 0 ns.
- The clock net in this run drives a total of 8 sinks.
- The warning tally printed by Yosys for this design is 1.
- The number of endpoints failing setup at the final stage is 0.
- After global routing the overflow that remains totals 0.
- The setup fix buffers added after clock tree synthesis is 0.
- In this run the number of H-tree levels came out at 1.
- Buffers inserted during clock tree synthesis total 3.
- In this run the remaining antenna-violating nets after routing total 0.
- CTS placed an instance of clkbuf_4 at the clock tree root.
- The initial antenna violation count is 0.
- Per the placement log, port buffering inserted 3 buffers.
- The internal power contribution is 176.5 µW.
- The die is 80 µm wide.
- The clock network latency to the later pin of the worst-skew pair is 0.24 ns.
- According to the floorplan report, the die height is 80 µm.
- The sequential fraction of design power is 50.4%.
- The kind of critical path is reg2out.
- The report lists the cells along the critical path as clkdlybuf4s50_1.
- Before placement the cells fill 10.00% of the core.
- The worst slack at placement is 1.628 ns.
- The worst setup path is launched from a flop.
- The average cell area after synthesis is 11.02 µm².
- The count of max-cap constraint violations is 0.
- The gate count after technology mapping is 31.
- Note that the worst hold path type here is reg2reg.
- The script computed the net switching share of total power as 26.35%.
- Summing internal, switching and leakage power gives 239.6 µW.
- Looking at the VDD voltage map, the peak drop is 0.1764 mV.
- Across all setup checks in the final design, the least slack found is 1.521 ns.
- In this run, synthesis produced a sequential element count of 8.
- The layout-stage area growth over the synthesis result is 32.23%.
- All stages included, the depth of the critical timing path comes to 1.
- Counting along the longest clock path gives a buffer depth of 2.
- The minimum clock period is 1.779 ns.
- The number of global-route vias before repair was 213.
- The final clock skew is 0.001668 ns.
- The wire length of the first global-routing pass is 903 µm.
- The combinational share of power is 20.1%.
- The reported leakage power is 0.1654 nW.
- Max fanout on the critical path was recorded as 3.
- The transition time of the tightest slew-check pin is 0.3475 ns.
- The iteration count of the initial detailed-routing pass is 2.
- The worst-case register-to-register setup slack is 1.75 ns.
- The arrival time of data at the critical path endpoint is 1.12 ns.
- After floorplanning, the die was sized to cover 6400 µm².
- The clock-pin slew on the worst setup and hold paths is 0.05 ns.
- The analysis attributes to net switching a power of 63.13 µW.
- The post-route netlist has 13.51% of its cells at a drive strength greater than 1.
- The final RePlAce weighted congestion is 0.6684.
- The detailed router placed 241 vias in this run.
- Setup repair after global routing left no endpoint under its margin.
- The final-report hold violation count is 0.
- The total of cells resized after clock tree synthesis is 0.
- Entering global routing, the biggest net connects 10 pins.
- The timing report attributes the biggest portion of critical-path delay to buffers and inverters.
- The chip area in the Yosys report is 341.6 µm².
- In this run the worst setup path terminates at o_sig_debounced.
- The fraction of power consumed by the clock network is 29.5%.
- The count of distinct cell types in the synthesized netlist is 19.
- For this design, the CTS-stage hold fixing added 0 buffers.
- Static timing analysis puts the maximum clock frequency at 0.5622 GHz.
- The kind of end point of the critical path is an output port.
- The global routing report lists combined usage of all routing layers as 1.672%.
- According to the floorplan report, the placeable core area is 3416 µm².
- After layout, the worst path uses 53.90% of the clock period.
- The total wire length is 517 µm.
- The launch point of the worst reg-to-reg path is sig_debounced_rg.
- In this run the cell area of the synthesized design comes to 341.6 µm².
- In the final report, the number of pins over their slew limit comes to 0.
kinds of logic after synthesis:
kind of cell,synth area share (%)
buffers and inverters,1.098
DFF,46.89
and+or+nand+nor,21.62
adders and majority gates,3.662
xor gates and xnor gates,7.328
muxes,8.792
AOI/OAI and AO/OA,10.62
worst min path at each step:
stage         to  slack, ns    startpoint  depth (start not counted)
6_report  sig_rg       0.42  isig_sync_rg                          1
5_1_grt   sig_rg       0.45  isig_sync_rg                          1
4_1_cts   sig_rg       0.43  isig_sync_rg                          1
cell usage in the layout, fill, tap and decap left out, types with 2 or more instances in the layout:
cell / instances
mux2i_1: 3
nand2_1: 2
dfxtp_1: 8
clkdlybuf4s50_1: 3
and2_1: 3
clkbuf_4: 3
power by group through the flow:
stage	logic (mW)	registers, mW	clock network (mW)
CTS	0.0483	0.120	0.0753
global route	0.0542	0.123	0.0799
finish	0.0481	0.121	0.0706
cell usage after synthesis (all sizes together):
cell type  count  share of area [%]
inv            1                1.1
mux2i          3                8.8
and2           3                5.5
nand2          2                2.2
and3           1                1.8
o21a           1                2.2
xor2           1                4.8
and3b          1                2.6
a31o           1                2.6
or4            1                2.2
ha             1                3.7
xnor2          1                2.6
and4           1                2.6
o2111a         1                3.3
or2            1                1.8
o311ai         1                2.6
nor2           1                1.1
dfxtp          8                 47
nor2b          1                1.8
sequential cells by signal, summed over array words and instances (netlist names):
| name | flops |
|---|---|
| sig_rg | 1 |
| sig_debounced_rg | 1 |
| isig_sync_rg | 1 |
| isig_rg | 1 |
| counter_rg | 4 |
final cells by class:
| type | instances | area [µm²] |
|---|---|---|
| Clock buffer | 3 | 22.52 |
| Fill cell | 402 | 2964 |
| Inverter | 1 | 3.754 |
| Multi-Input combinational cell | 22 | 177.7 |
| Sequential cell | 8 | 160.2 |
| Tap cell | 46 | 57.56 |
| Timing Repair Buffer | 3 | 30.03 |
per-stage QoR:
| stage | hold WS, ns | cell area (µm²) | std cells |
|---|---|---|---|
| 3_3_place_gp | 0.4128 | 429.2 | 80 |
| 4_1_cts | 0.4263 | 451.7 | 83 |
| 6_report | 0.4239 | 451.7 | 83 |
| 3_5_place_dp | 0.4137 | 429.2 | 80 |
| 2_1_floorplan | 0.4057 | 341.6 | 31 |
| 5_1_grt | 0.4483 | 451.7 | 83 |
metal layers:
layer | vias up | GRT usage [%] | wire (µm)
li1 | 125 | - | -
met1 | 113 | 2.143 | 270
met3 | 0 | 1.023 | 34
met5 | - | 0 | 0
met2 | 3 | 2.167 | 212
met4 | 0 | 0.7042 | 0
Power figures rest on the tool's default switching activity, not on a simulated workload.
